[flow/config.mk]
export PLATFORM = sky130hd
export DESIGN_NAME = signalscaler
export DESIGN_NICKNAME = signalscaler
export VERILOG_FILES = /design/flow/design.v
export SDC_FILE = /design/flow/constraint.sdc
export NUM_CORES = 4
export LEC_CHECK = 1
export CORE_UTILIZATION = 30
[flow/constraint.sdc]
current_design signalscaler

set clk_period 3.6
set clk_io_pct 0.2

create_clock -name clk0 -period $clk_period [get_ports {clk}]

set non_clock_inputs [all_inputs -no_clocks]
set_input_delay [expr $clk_period * $clk_io_pct] -clock clk0 $non_clock_inputs
set_output_delay [expr $clk_period * $clk_io_pct] -clock clk0 [all_outputs]
[flow/design.v]
`timescale 1ns / 1ps
module signalscaler(
input clk,
input rst,
input [25:0] div,
output reg scaledsignal
    );
reg [25:0] counter;
always@(posedge rst or posedge clk)
begin
    if (rst)
        begin
				scaledsignal <= 0;
            counter <= 0;
        end
    else
        begin
            counter <= counter + 1;
            if ( counter == div)
                begin
                    counter <= 0;
                    scaledsignal <= ~scaledsignal;
                end
        end
end
endmodule  
[flow/run.sh]
#!/bin/bash
# OpenROAD 26Q1-2900-gdf79404cd8, Yosys 0.63+post, stock flow scripts
make -C /OpenROAD-flow-scripts/flow DESIGN_CONFIG=/design/flow/config.mk WORK_HOME=/design/flow/orfs finish
==> reports/results.txt <==
outcome: completed
Hold Violations, Final: 0
Setup Skew: 0.00486 ns
Hold-fix buffers, CTS: 0
post-synthesis chip area from yosys: 1540 µm²
Root Buffer Master: clkbuf_8
die y size: 73.7 µm
diode count: 0
RSZ-0062 raised after global routing: false
Clk Latency, worst-skew pair: 0.27 ns
CP max stage delay: 0.59 ns
post-DP HPWL: 2350 µm
first-pass GRT wire length: 5220 µm
clock power share: 32.4%
synthesis-stage register bit count: 27
dpl cell area: 1920 µm²
Initial Util: 31.8%
critical path capture point type: register
post-CTS setup buffers: 0
WL/cell: 11.9 µm
Cell Pwr Density: 269 nW/µm²
Post-CTS Resized: 0
Post-Syn Area: 1540 µm²
Chip Area: 5440 µm²
fill cell count: 491
Reg clk slew, reported paths: 0.09 ns
layout cells sized above 1: 4.21%
Min Hold Slack: 0.473 ns
# port buffers: 28
CTS tree: built
Peak VDD IR: 0.176 mV
Max FO, Critical Path: 19
Slew Viols, Final: 0
total core area: 4850 µm²
Top Layout Cells: xor2_1, nor2_1, clkdlybuf4s50_1
vias per inst: 4.39
DP Worst Slack: 0.674 ns
initial antenna violation count: 0
cells after synthesis: 159
CTS H-tree depth: 1
overall die width: 73.7 µm
Slew headroom: 42.2%
ys cells: 159
All-Layer GR Usage: 13.0%
fmax: 384 MHz
total tool warning count: 25
Cell Int Power: 0.415 mW
largest net degree at the start of global routing: 28
Remaining DRCs: 0
synth-to-layout area growth: 27.1%
gr ovfl total: 0
crit-path cells: clkdlybuf4s50_1 > xor2_1 > nor4_1 > nand3_1 > nor4_4 > buf_12 > xor2_1
vias in the first global route: 1116
vias: 1127
Setup violations, final: 0
post-route ant nets: 0
Worst Path Arrival: 2.81 ns
switching fraction of total power: 21.4%
Clock Sinks: 27
I/O pin count: 29
CP Buf/Inv Count: 2
Hold WC Path Type: reg2reg
CP delay by family, top: simple AND/OR/NAND/NOR gates
Seq/Total Area, Yosys: 43.8%
Initial DRC Count: 57
Switch Pwr: 0.113 mW
final worst path period need: 2.61 ns
P_leak: 0.849 nW
final worst slack: 0.994 ns
Slowest cell on crit path: nor4_4
cell area after layout: 1960 µm²
final setup TNS: 0 ns
Startpoint Class: primary input
Unique cell types: 19
Sequential Power Share: 57.4%
clk buf depth: 2
cts bufs inserted: 3
most numerous logic cell after layout: xor2_1
Final GP Congestion: 0.794
Synth Warn #: 1
syn_area_per_cell: 9.71 µm²
CP most frequent cell: xor2_1
crit share post-route: 72.4%
Worst-Margin Slew: 0.859 ns
Crit Path Category: in2reg
Comb pwr share: 10.2%
max-cap violation count: 0
WP data required: 3.80 ns
DR pass1 iterations: 4
# rows: 25
final WL: 3070 µm
Yosys cell counts (all sizes together):
cell type | n | area, µm²
and2 | 1 | 6.26
and3 | 2 | 12.5
and4 | 3 | 26.3
buf | 2 | 15.0
clkbuf | 1 | 5.00
dfrtp | 27 | 676
ha | 1 | 12.5
inv | 4 | 15.0
nand2 | 8 | 30.0
nand3 | 9 | 45.0
nand4 | 9 | 56.3
nor2 | 31 | 116
nor2b | 1 | 6.26
nor3 | 2 | 10.0
nor4 | 7 | 65.1
xnor2 | 19 | 166
xor2 | 32 | 280
final timing paths:
check                                               from                  endpoint  slack, ns  depth (start not counted)
min in group asynchronous                            rst      counter[5]$_DFF_PP0_       0.79                          3
worst max register to register      counter[0]$_DFF_PP0_     counter[22]$_DFF_PP0_       1.39                          6
max in group asynchronous                            rst     counter[23]$_DFF_PP0_       2.55                          3
worst min-delay path            scaledsignal$_DFFE_PP0N_  scaledsignal$_DFFE_PP0N_       0.47                          1
worst max-delay path                             div[23]  scaledsignal$_DFFE_PP0N_       0.99                          7
worst min register to register  scaledsignal$_DFFE_PP0N_  scaledsignal$_DFFE_PP0N_       0.47                          1
logic make-up (layout without fill, tap and decap cells):
kind of cell,Yosys count,count (layout),share of synthesized area [%]
xor+xnor,51,51,28.9
fa+ha+maj,1,1,0.810
buf+inv,7,38,2.27
flops,27,27,43.8
simple gates,73,73,24.2
sequential cells by signal (all words and copies together) (netlist names):
name          count
scaledsignal      1
counter          26
routing by layer:
layer | track usage, % | up-vias | wire [µm]
li1 | - | 591 | -
met1 | 20.7 | 510 | 1540
met2 | 19.1 | 22 | 1340
met3 | 2.50 | 4 | 136
met4 | 1.71 | 0 | 42
met5 | 0 | - | 0
power by group through the flow:
stage	clock (mW)	sequential [mW]	combinational (mW)
after CTS	0.178	0.303	0.0553
after global routing	0.188	0.303	0.0587
final	0.171	0.303	0.0539
area by class of cell:
type | count | area [µm²] | area share, %
Timing Repair Buffer | 30 | 308 | 15.7
Clock buffer | 3 | 41.3 | 2.10
Sequential cell | 27 | 676 | 34.4
Clock inverter | 1 | 5.00 | 0.255
Tap cell | 67 | 83.8 | 4.27
Inverter | 4 | 15.0 | 0.765
Multi-Input combinational cell | 125 | 833 | 42.5
stage by stage:
step	util (%)	instances	power [mW]
global route	40.5	257	0.550
detailed placement	39.5	253	0.364
CTS	40.5	257	0.536
global placement	39.5	253	0.364
finish	40.5	257	0.528
floorplan	-	159	0.326
No activity file was given, so power comes from the tool's default toggle rates.
