==> design/flow/design.v <==
`timescale 1ns / 1ps
module clockdiv #(parameter div = 10000)(
    input clk,
    input rst,
    output reg slow_clk
    );
    localparam nbits = clogb2(div);
    reg [nbits-1:0] cnt;
    assign comp = (cnt == div-1);
    always @(posedge clk, posedge rst)
        if(rst)
                cnt <= {nbits{1'b0}};
        else if(comp)
                cnt <= {nbits{1'b0}};
        else
                cnt <= cnt + 1;
    always @(posedge clk, posedge rst)
        if(rst)
                slow_clk <= 1'b0;
        else if(comp)
                slow_clk <= 1'b1;
			 else
				slow_clk <= 1'b0;
    function integer clogb2;
        input reg [31:0] val;
        begin
                val = val-1;
                for(clogb2 = 0; val > 0;  clogb2 = clogb2+1)
                        val = val >> 1;
        end
    endfunction
endmodule
`timescale 1ns / 1ps
 module keyboard(
    input clk,
	 input rst,
	 input semitone,
    input [3:0] row,
    output [3:0] col,
    output [7:0] diods,
	 output waveR,
	 output waveL
    );
	clockdiv clkdiv(.rst(rst), .clk(clk), .slow_clk(slow_clk));
	keypad kypd(.clk(slow_clk), .rst(rst), .row(row), .col(col), .diods(diods));
	wavegen wavgn(.clk(clk), .semitone(semitone), .diods(diods), .rst(rst), .wave(waveR));
	assign waveL = waveR;
endmodule
`timescale 1ns / 1ps
module keypad(
	 input clk,
	 input rst,
	 input [3:0] row,
	 output [3:0] col,
    output reg [7:0] diods
    );
	 localparam [3:0] C1 = 4'b0111, C2 = 4'b1011, C3 = 4'b1101, C4 = 4'b1110, idle = 4'b1111;
	 (*fsm_encoding = "user"*)
	 reg [3:0] st = C1, nst = C2;
	 always @(posedge clk, posedge rst)
		if(rst)
			st <= C1;
		else
			st <= nst;
	 always @(posedge clk)
	 begin
		if(row == C1 || row == C2 || row == C3 || row == C4)
			diods <= ~{row, col};
		else
			diods <= ~{idle, idle};
	 end
	 always @*
	 begin
		case(st)
			C1: 
				nst = C2;
			C2: 
				nst = C3;
			C3: 
				nst = C4;
			C4: 
				nst = C1;
			default:
				nst = C1;
		endcase
	 end
	assign col = st;
endmodule
`timescale 1ns / 1ps
module wavegen(
	input clk,
	input rst,
	input semitone,
	input [7:0] diods,
   output reg wave
   );
	localparam 	c = 500000000/(2626*2),
					cis = 500000000/(2771*2),
					d = 500000000/(2947*2), 
					dis = 500000000/(3111*2),
					e = 500000000/(3306*2),
					f = 500000000/(3492*2),
					fis = 500000000/(3700*2),
					g = 500000000/(3920*2),
					gis = 500000000/(4153*2),
					a = 500000000/(4400*2),
					ais = 500000000/(4662*2),
					h = 500000000/(4949*2),
					C = 500000000/(5232*2),
					Cis = 500000000/(5544*2),
					D = 500000000/(5873*2),
					Dis = 500000000/(6223*2),
					E = 500000000/(6593*2),
					F = 500000000/(6985*2),
					Fis = 500000000/(7400*2),
					G = 500000000/(7840*2),
					Gis = 500000000/(8306*2),
					A = 500000000/(8800*2),
					Ais = 500000000/(9323*2),
					H = 500000000/(9888*2),
					C3 = 500000000/(10465*2),
					C3is = 500000000/(11087*2);
	reg [25:0] counter;
	reg [25:0] counter2;
	reg [25:0] counter3;
	reg [25:0] div;
	reg make_semitone;
	always @(posedge rst or posedge clk)
	if(rst)
		make_semitone <= 1'b0;
	else
		if(semitone)
		begin
			make_semitone <= 1'b1;
			counter3 <= 0;
		end
		else
		begin
			counter3 <= counter3 + 1;
			if(counter3 >= 2500000)
			begin
				counter3 <= 0;
				make_semitone <= 1'b0;
			end
		end
	always @(posedge rst or posedge clk)
	begin
		if (rst)
            div <= 0;
		else
		begin
			case(~diods)
				8'b11101110:
				begin
					if(make_semitone)
						div <= cis;
					else
						div <= c;
					counter2 <= 0;
				end
				8'b11101101:
				begin
					if(make_semitone)
						div <= dis;
					else
						div <= d;
					counter2 <= 0;
				end
				8'b11101011:
				begin
					div <= e;
					counter2 <= 0;
				end
				8'b11100111:
				begin
					if(make_semitone)
						div <= fis;
					else
						div <= f;
					counter2 <= 0;
				end
				8'b11011110:
				begin
					if(make_semitone)
						div <= gis;
					else
						div <= g;
					counter2 <= 0;
				end
				8'b11011101:
				begin
					if(make_semitone)
						div <= ais;
					else
						div <= a;
					counter2 <= 0;
				end
				8'b11011011:
				begin
					div <= h;
					counter2 <= 0;
				end
				8'b11010111:
				begin
					if(make_semitone)
						div <= Cis;
					else
						div <= C;
					counter2 <= 0;
				end
				8'b10111110:
				begin
					if(make_semitone)
						div <= Cis;
					else
						div <= C;
					counter2 <= 0;
				end
				8'b10111101:
				begin
					if(make_semitone)
						div <= Dis;
					else
						div <= D;
					counter2 <= 0;
				end
				8'b10111011:
				begin
					div <= E;
					counter2 <= 0;
				end
				8'b10110111:
				begin
					if(make_semitone)
						div <= Fis;
					else
						div <= F;
					counter2 <= 0;
				end
				8'b01111110:
				begin
					if(make_semitone)
						div <= Gis;
					else
						div <= G;
					counter2 <= 0;
				end
				8'b01111101:
				begin
					if(make_semitone)
						div <= Ais;
					else
						div <= A;
					counter2 <= 0;
				end
				8'b01111011:
				begin
					div <= H;
					counter2 <= 0;
				end
				8'b01110111:
				begin
					if(make_semitone)
						div <= C3is;
					else
						div <= C3;
					counter2 <= 0;
				end
				default:
				begin
					counter2 <= counter2 + 1;
					if(counter2 >= 2500000)
					begin
						counter2 <= 0;
						div <= 25'b1111111111111111111111111;
					end
				end
			endcase
		end
	end	
	always@(posedge rst or posedge clk)
	begin
		if (rst)
		begin
			wave <= 0;
			counter <= 0;
		end
		else
		begin
			counter <= counter + 1;
         if (counter >= div)
         begin
				counter <= 0;
            wave <= ~wave;
         end
		end
	end
endmodule
==> design/flow/run.sh <==
#!/bin/bash
# OpenROAD 26Q1-2900-gdf79404cd8, Yosys 0.63+post, stock flow scripts
make -C /OpenROAD-flow-scripts/flow DESIGN_CONFIG=/design/flow/config.mk WORK_HOME=/design/flow/orfs finish
==> design/flow/config.mk <==
export PLATFORM = sky130hd
export DESIGN_NAME = keyboard
export DESIGN_NICKNAME = keyboard
export VERILOG_FILES = /design/flow/design.v
export SDC_FILE = /design/flow/constraint.sdc
export NUM_CORES = 4
export LEC_CHECK = 1
export CORE_UTILIZATION = 50
==> design/flow/constraint.sdc <==
current_design keyboard

set clk_period 3.5
set clk_io_pct 0.2

create_clock -name clk0 -period $clk_period [get_ports {clk}]

set non_clock_inputs [all_inputs -no_clocks]
set_input_delay [expr $clk_period * $clk_io_pct] -clock clk0 $non_clock_inputs
set_output_delay [expr $clk_period * $clk_io_pct] -clock clk0 [all_outputs]
==> job_summary.md <==
## PnR job results

| Metric | Value |
|---|---|
| Max VDD drop | `356 uV` |
| Seq/Total Area, Yosys | `49.5%` |
| Crit Path Category | `reg2reg` |
| Setup crit start kind | `flip-flop` |
| Routability Congestion | `0.917` |
| DRC Markers | `0` |
| Flops after synth | `129` |
| Final Hold Viols | `0` |
| Top-area cell share | `22.6%` |
| Critical path fanouts, max | `16` |
| YS warnings | `7` |
| Total number of vias | `5137` |
| Total iterations of the first detailed-routing run | `6` |
| Worst hold path class | `reg2reg` |
| Final Hold Slack | `0.482 ns` |
| Chip width | `120 um` |
| Synth Instances | `705` |
| Status | `completed` |
| Vias in the first global route | `5080` |
| P_leak | `0.00333 uW` |
| Layout cells sized above 1 | `7.23%` |
| CP Cell Sequence | `inv_1 > ha_1 > a211o_1 > a31oi_1 > o21ai_0 > a221oi_1 > nand2_1 > buf_4 > nor2_1` |
| Worst setup EP type | `flip-flop` |
| Initial antenna violation count | `0` |
| Worst path depth | `9` |
| Layout area overhead | `13.9%` |
| Fillers | `1125` |
| Final worst slack | `0.840 ns` |
| Top cells, area | `dfrtp_1 23%, edfxtp_1 22%, nor2_1 6.6%, xor2_1 6.3%, ha_1 5.6%` |
| Chip area in the Yosys report | `0.00698 mm2` |
| Total grt overflow | `0` |
| Final period util | `76.0%` |
| Register pins left without a clock | `16` |
| Worst-Margin Slew | `0.962 ns` |
| RR Startpoint | `wavgn.div[23]$_DFFE_PP0P_` |
| Antenna Cells | `0` |
| # rows | `42` |
| CP Capture Point | `wavgn.counter[13]$_DFF_PP0_` |
| FF-to-FF setup slack | `0.84 ns` |
| Yosys stat cell total | `705` |
| TNS Setup | `0 ns` |
| Largest net degree at the start of global routing | `32` |
| Endpoints failing setup | `0` |
| Die H | `120 um` |
| Critical Path Start | `wavgn.div[23]$_DFFE_PP0P_` |
| Port bufs | `20` |
| FF-to-FF path depth | `9` |
| Latency at later pin | `0.40 ns` |
| Post-Place Setup Slack | `0.834 ns` |
| Ys async rst share | `53.5%` |
| Final Cell Area | `0.00795 mm2` |
| Unrepaired setup endpoints after global routing | `no` |
| All-Layer GR Usage | `22.1%` |
| CP top delay family | `AND-OR/OR-AND gates` |
| Min cycle time layout | `2.66 ns` |
| First-pass GRT wire length | `24.5 mm` |
| Most frequent logic cell in the layout | `nor2_1` |
| Critical Path Slowest Stage Cell | `nand2_1` |
| Syn Std Cell Area | `0.00698 mm2` |
| Max Root-Sink Buffers | `2` |
| Mean routed wirelength per cell | `15.0 um` |
| Slew Viols, Final | `0` |
| DP HPWL | `9.71 mm` |
| Final antenna-violating net count | `0` |
| Worst-path clk slew | `0.05 ns` |
| Syn Area/Cell | `9.90 um2` |
| Number of vias per cell | `5.57` |
| Rel. slew slack | `34.9%` |
| Root Buffer | `clkbuf_16` |
| H-tree level count | `4` |
| Top cells excl fill/tap | `122 x nor2_1, 63 x dfrtp_1, 52 x edfxtp_1` |
| R2R Path End | `wavgn.counter[13]$_DFF_PP0_` |
| Final Skew | `0.00907 ns` |
| Final Util | `59.3%` |
| Post-synth EDFFs | `52` |
| Post-synth top area cell | `dfrtp_1` |
| Crit path largest cell delay | `0.42 ns` |
| Endpoints left unconstrained | `28` |
| Placed inst area | `0.00739 mm2` |
| Hold buffer count at CTS | `0` |
| Critical path arrival | `2.98 ns` |
| # Max-Cap Violations | `0` |
| Tool warnings | `29` |
| CTS tree | `done` |
| PD cells | `395 mW/mm2` |
| IO Pins | `21` |
| Peak Freq | `376 MHz` |
| Fp util | `52.1%` |
| Die Area | `0.0144 mm2` |
| PostCTS Resize Cnt | `0` |
| Top FF cell, synth | `dfrtp_1` |
| DRT Wirelength | `13.9 mm` |
| Core area | `0.0134 mm2` |
| Num CTS Buffers | `17` |
| Setup bufs post-CTS | `0` |
| Initial drt markers | `381` |
| Req. time, crit path | `3.82 ns` |
| Count of cell types in the netlist | `59` |
| Buf/Inv on CP | `2` |
## metrics by stage
step	std cells	total power [uW]
6_report	923	3140
5_1_grt	923	3260
4_1_cts	923	3180
3_5_place_dp	892	1570
3_3_place_gp	892	1570
2_1_floorplan	712	1540
## final cells by class
| type | count | area (um2) | area share, % |
|---|---|---|---|
| Clock buffer | 23 | 510 | 6.42 |
| Sequential cell | 129 | 3460 | 43.5 |
| Multi-Input combinational cell | 522 | 3280 | 41.3 |
| Inverter | 33 | 128 | 1.61 |
| Tap cell | 176 | 220 | 2.77 |
| Clock inverter | 8 | 50.0 | 0.630 |
| Timing Repair Buffer | 32 | 303 | 3.81 |
## Yosys cell counts, drive strengths merged (5+ instances only)
cell type,number
and4,5
nand4,20
nor4b,8
nor3b,5
xnor2,27
o211ai,5
a211oi,6
o21ai,24
inv,33
and2,5
nor2,123
nand3,38
xor2,50
a31oi,12
o22ai,5
dfstp,6
a21oi,28
dfrtp,63
nand2,45
and3,17
clkbuf,14
edfxtp,52
dfxtp,8
buf,14
nor3,6
a41oi,7
ha,31
or4b,9
## sequential cells by signal (all words and copies together) (netlist names), 4 cells and up
register        flops
wavgn.counter3     26
kypd.diods          8
col                 4
wavgn.counter2     26
clkdiv.cnt         14
kypd.st             4
wavgn.div          18
wavgn.counter      26
## power by group
part	internal [uW]	total (uW)	switching (uW)
sequential	1420	1450	28.9
combinational	34.3	90.2	55.9
clock	1020	1590	575
total	2480	3140	660
## worst min path at each step
stage,depth (start not counted),end,startpoint
4_1_cts,1,clkdiv.cnt[0]$_DFF_PP0_,clkdiv.cnt[0]$_DFF_PP0_
5_1_grt,1,clkdiv.cnt[7]$_DFF_PP0_,clkdiv.cnt[7]$_DFF_PP0_
6_report,1,clkdiv.cnt[0]$_DFF_PP0_,clkdiv.cnt[0]$_DFF_PP0_
## metal layers
layer	wire length (um)	global-route usage [%]	part of all wire (%)
met5	0	0	0
met4	179	3.59	1.3
met3	571	4.37	4.1
met2	5970	31.6	43
met1	7140	37.7	52
## logic make-up (layout without fill, tap and decap cells)
group | Yosys count | in the layout | synth area share, %
flops | 129 | 129 | 49.5
simple gates | 292 | 292 | 20.6
xor+xnor | 77 | 77 | 9.67
other cells | 1 | 8 | 0.0538
compound gates | 114 | 114 | 10.8
fa+ha+maj | 31 | 31 | 5.56
buf+inv | 61 | 96 | 3.82
Power figures rest on the tool's default switching activity, not on a simulated workload.
